<file path="/design/flow/constraint.sdc">
current_design MUX_2to1_32bit

set clk_period 1.0
set clk_io_pct 0.2

create_clock -name clk0 -period $clk_period

set non_clock_inputs [all_inputs -no_clocks]
set_input_delay [expr $clk_period * $clk_io_pct] -clock clk0 $non_clock_inputs
set_output_delay [expr $clk_period * $clk_io_pct] -clock clk0 [all_outputs]
</file>
<file path="/design/flow/design.v">
module MUX_2to1_32bit(  in_1, in_2, select,  out);
    input [31:0] in_1 , in_2;
    input select;
    output [31:0] out;
    assign out = select ? in_2 : in_1;
endmodule
</file>
<file path="/design/flow/config.mk">
export PLATFORM = sky130hd
export DESIGN_NAME = MUX_2to1_32bit
export DESIGN_NICKNAME = MUX_2to1_32bit
export VERILOG_FILES = /design/flow/design.v
export SDC_FILE = /design/flow/constraint.sdc
export NUM_CORES = 4
export LEC_CHECK = 1
export CORE_AREA = 10 10 70 70
export DIE_AREA = 0 0 80 80
</file>
<file path="/design/flow/run.sh">
#!/bin/bash
# OpenROAD 26Q1-2900-gdf79404cd8, Yosys 0.63+post, stock flow scripts
make -C /OpenROAD-flow-scripts/flow DESIGN_CONFIG=/design/flow/config.mk WORK_HOME=/design/flow/orfs finish
</file>
==> run summary <==
DR WL/cell: 14.8 um
Dpl hpwl: 2.40 mm
Initial Utilization: 0.159
Stage-log warning count: 34
Ao+oa area frac: 0
Ant. Diodes: 0
Final setup margin: -0.175 ns
CP peak stage delay: 0.30 ns
Drc violations: 0
Final Cycle Share: 1.18
Tmin final: 1.18 ns
Vias: 730
HP Class: primary input to primary output
Layout fillers: 327
Vias in the first global route: 824
P&R area growth vs syn: 212%
Yosys adder share: 0
Synth cell types: 4
MUX share of area: 0.869
Unrepaired setup endpoints after global routing: true
Leak: 0.990 nW
Avg Vias per Cell: 3.80
Xor+xnor area frac: 0
VDD IR max: 173 uV
Critical path class: primary input to primary output
Final Total Pwr: 0.660 mW
First-pass GRT wire length: 4.15 mm
Initial antenna violation count: 0
Final Hold Violating Endpoints: 0
Power Density: 389 nW/um^2
Largest net degree at the start of global routing: 8
Layout clock buffers: 0
Crit path DAT: 0.98 ns
Share of cells above drive strength 1: 0.562
Top logic family: multiplexers
GR Util All Layers: 0.0787
Synthesized area: 544 sq um
CP Capture Type: primary output
Setup TNS: -5.03 ns
Seq share, synth: 0
Chip Width: 80 um
Crit path top cell by count: buf_12
Yosys synthesis chip area: 544 sq um
FP Rows: 21
Simple-Gate Area Share: 0
GRT overflow: 0
# setup viols final: 32
IO Pins: 97
Total die size: 6400 sq um
Actual slew at the worst max-slew pin: 0.0611 ns
Design Area, Final: 1700 sq um
Yosys cell count: 36
Top cells by area: mux2_4, buf_12, mux2_2
DR iter-0 viols: 4
Most common cell in the netlist: mux2_4
WL final: 2.85 mm
Worst path cell trace: buf_12, buf_12, buf_8, mux2_4, buf_6
Fmax achieved: 851 MHz
Max FO, Critical Path: 7
Final Max Tran Viols: 0
Mapped Cells: 36
Die Y: 80 um
WP data required: 0.80 ns
Post-synthesis area per instance: 15.1 sq um
Dominant cell type by area after synthesis: mux2_4
Synth top cells by count: mux2_4, buf_12, mux2_2
Register area: 0 sq um
Max-cap violation count: 0
Synth Warn #: 0
Core area: 3420 sq um
Status: finished, violations left
Setup crit start kind: primary input
DRT Pass-1 Iters: 2
Slew HR: 0.959
Registers: 0
Antenna-violating nets left: 0
Port bufs: 97
CP max stage cell: mux2_4
Failing checks: negative setup slack
Placed Area: 1540 sq um
GPL Wtd Cong: 0.760
Area leader share: 0.828
-- worst paths after layout --
path              startpoint      end  slack (ns)  depth (start not counted)
setup / recovery      select  out[31]       -0.18                          5
hold / removal      in_1[24]  out[24]        0.69                          3
-- cell type report --
cell class,count,area (sq um),share of cell area
Multi-Input combinational cell,32,480,0.283
Tap cell,46,57.6,0.0339
Timing Repair Buffer,114,1160,0.683
-- metal layers --
metal | GRT usage | part of all wire
met1 | 0.0897 | 0.40
met2 | 0.143 | 0.49
met3 | 0.0307 | 0.11
met4 | 0 | 0
met5 | 0 | 0
-- per-stage QoR --
step	util	instances	setup slack (ns)	hold slack, ns
2_1_floorplan	-	36	0.0669	0.498
3_3_place_gp	0.450	177	-0.492	1.33
3_5_place_dp	0.450	177	-0.497	1.33
4_1_cts	0.470	192	-0.178	0.800
5_1_grt	0.497	192	-0.194	0.714
6_report	0.497	192	-0.175	0.694
-- placed cells by master (no fill, tap or decap) --
| master | count |
|---|---|
| buf_12 | 3 |
| buf_8 | 3 |
| buf_16 | 1 |
| dlygate4sd2_1 | 40 |
| clkdlybuf4s50_1 | 10 |
| dlymetal6s2s_1 | 14 |
| buf_4 | 2 |
| buf_6 | 29 |
| mux2_4 | 32 |
| buf_2 | 12 |
-- kinds of logic (layout without fill, tap and decap cells) --
group                  after synthesis  count (layout)
multiplexers                        32              32
buffers and inverters                4             114
-- power by group --
group	internal [mW]	switching [mW]	total [mW]
clock	0	0	0
combinational	0.519	0.141	0.660
sequential	0	0	0
-- worst max-delay path: cells and delay by family --
family | cells | cell delay [ns]
buffers and inverters | 4 | 0.47
muxes | 1 | 0.30
-- timing repair --
item | CTS | global route
resized | 170 | 23
hold buffers | 0 | 0
gates cloned | 1 | 0
buffers inserted | 14 | 0
setup endpoints to repair | 32 | 32
Power is estimated from default activity; no workload was simulated.
