[flow/run.sh]
#!/bin/bash
# OpenROAD 26Q1-2900-gdf79404cd8, Yosys 0.63+post, stock flow scripts
make -C /OpenROAD-flow-scripts/flow DESIGN_CONFIG=/design/flow/config.mk WORK_HOME=/design/flow/orfs finish
[flow/config.mk]
export PLATFORM = sky130hd
export DESIGN_NAME = Adder_and_leftShifter
export DESIGN_NICKNAME = Adder_and_leftShifter
export VERILOG_FILES = /design/flow/design.v
export SDC_FILE = /design/flow/constraint.sdc
export NUM_CORES = 4
export LEC_CHECK = 1
export CORE_AREA = 10 10 84 84
export DIE_AREA = 0 0 94 94
[flow/constraint.sdc]
current_design Adder_and_leftShifter

set clk_period 20.0
set clk_io_pct 0.2

create_clock -name clk0 -period $clk_period

set non_clock_inputs [all_inputs -no_clocks]
set_input_delay [expr $clk_period * $clk_io_pct] -clock clk0 $non_clock_inputs
set_output_delay [expr $clk_period * $clk_io_pct] -clock clk0 [all_outputs]
[flow/design.v]
module Adder_and_leftShifter(  in_1,  in2_shift, out );
    input [31:0] in_1 , in2_shift;
    output [31:0] out;
    assign out = in_1 + (in2_shift << 2);
endmodule
==> Slide: Implementation Results <==
Key Metrics from the Run

Drt
  – Initial DRT Pass Iterations: 4
  – Ant diodes: 0
  – # DRC: 0
  – Post-DR vias/cell: ~5.1
  – DRT antenna net count: 0
  – Via count: 1946
  – Iteration-0 DRC Markers: 97
  – Wire length per cell: 14.3 um
  – WL final: 5500 um

Layout
  – Flop Count: 0
  – Clock buffers: 0
  – Commonest Layout Cell: clkdlybuf4s50_1
  – Area Overhead vs Synth: 51.6%
  – Most frequent cells in the layout: clkdlybuf4s50_1, ha_1, a21oi_1, nand2_1, xnor2_1
  – Seq. cell area: 0 um2
  – Layout cell share with drive strength beyond 1: 0.0575

Job
  – Max-cap violation count: 0
  – Tool Warnings: 34

Pwr
  – Net Sw Power: approximately 0.000038 W
  – Seq pwr share: 0
  – PD cells: 34.8 mW/mm2
  – Sw Ratio: 0.405
  – Pleak: 1.11 nW
  – Clock network fraction of design power: 0
  – Max VDD drop: 0.0162 mV
  – Int Pwr: about 0.000055 W
  – Gate power share: 1.000

Global routing
  – All-Layer GR Usage: 0.119
  – First-pass GRT wire length: roughly 9000 um
  – Total grt overflow: 0
  – Vias in the first global route: 1970
  – Largest net degree at the start of global routing: 10
  – Initial antenna violation count: 0

Clock network
  – Resize count post-CTS: 0
  – Post-CTS Setup Bufs: 0
  – Hold_buf cts: 0

Synthesis
  – Area reported by Yosys stat: 0.00176 mm2
  – Synthesized area: 0.00176 mm2
  – Cell area leaders: ha_1, xnor2_1, a21oi_1, a21o_1, nand2_1
  – Synth unique cells: about 52
  – Avg Cell Area, Syn: 7.44 um2
  – Mapped Cells: between 200 and 250
  – Area share, top type: 0.206
  – # Cells Yosys: 237
  – Synth Seq Share: 0
  – YS warnings: 0
  – Post-synth top area cell: ha_1

Die
  – FP Rows: 26
  – Die H: 94 um
  – Placeable Area: 0.00520 mm2
  – Die width: about 94 um
  – Fp util: 0.339
  – IO Pins: between 90 and 100
  – Chip area: between 0.008 and 0.009 mm2

STA
  – Period utilization: 0.553
  – Unrepaired setup endpoints after global routing: false
  – Hold slack: 8000 ps
  – Slew @ Worst Pin: 335 ps
  – Final setup vio count: 0
  – Fmax: 90.4 MHz
  – TNS Setup: 0 ps
  – Slew HR: 0.771
  – Tmin final: 11060 ps
  – Max Slew Vio Count: 0
  – Fin. Hold Viols: 0

Worst setup path
  – CP Launch Type: input pin
  – Crit Path Category: in -> out
  – Crit path DRT: 16000 ps
  – Crit end category: output port
  – WP data arrival: 7060 ps
  – Max FO, Critical Path: 4

Placed design
  – # port buffers: 90
  – Placer's final routability congestion estimate: between 0.9 and 1
  – DP Wirelength: 4840 um

Run status
  – Status: completed

Hold path
  – Hold Path Depth: 0
  – Min-delay worst type: in -> out
## kinds of logic (layout without fill, tap and decap cells)
family | count (synthesis) | after routing | share of synthesized area
xor+xnor | 27 | 27 | 0.134
simple gates | 65 | 65 | 0.182
buf+inv | 26 | 102 | 0.0702
compound gates | 89 | 89 | 0.397
fa+ha+maj | 30 | 30 | 0.217
## worst paths after layout
path | from | endpoint | slack (ps)
setup / recovery | in_1[2] | out[28] | 8940
hold / removal | in_1[1] | out[1] | 8000
## layer usage
layer,GRT usage,up-vias,share of wire
li1,-,1033,-
met5,0,-,0
met4,0.00759,0,0.0056
met3,0.0283,2,0.079
met2,0.191,64,0.45
met1,0.163,847,0.46
## cell usage after synthesis, drive strengths merged, types with 2 or more instances
library cell   n
a2111oi        2
a21o          15
a21oi         26
a311oi         2
a31oi          4
a32oi          2
and3           2
buf            7
clkbuf         7
ha            29
inv           12
nand2         19
nand2b         2
nand3          8
nand4          6
nor2          16
nor2b          3
nor3           6
o21a           3
o21ai         17
o21bai         4
o311ai         3
xnor2         19
xor2           8
## through the flow
| stage | area (um2) | util | instances | power (W) | setup slack (ps) |
|---|---|---|---|---|---|
| floorplan | 1760 | - | 237 | 0.0000474 | 10210 |
| global placement | 2670 | 0.514 | 383 | 0.0000941 | 8920 |
| detailed placement | 2670 | 0.514 | 383 | 0.0000939 | 8920 |
| CTS | 2670 | 0.514 | 383 | 0.0000946 | 8910 |
| global route | 2670 | 0.514 | 383 | 0.000103 | 8680 |
| finish | 2670 | 0.514 | 383 | 0.0000931 | 8940 |
## layout make-up
cell class,count,area (um2)
fillers,508,2530
well taps,70,87.6
repair buffers,90,901
multi-input cells,211,1640
inverters,12,45.0
## power by group through the flow
stage / Sequential, W / Clock [W] / Combinational [W]
finish: 0 / 0 / 0.0000931
CTS: 0 / 0 / 0.0000946
global route: 0 / 0 / 0.000103
## critical path, cell delays in order
cell,delay [ps]
clkdlybuf4s50_1,460
ha_1,160
inv_1,50
fa_1,410
nor2b_1,170
o2111ai_1,150
and3_4,230
o311ai_4,350
a31oi_1,230
o21ai_1,200
xor2_1,160
clkdlybuf4s50_1,490
No activity file was given, so power comes from the tool's default toggle rates.
